==> design/flow/design.v <==
`timescale 1ns / 1ns
module wash_fsm (clk,ready,water_in,wash,drain,speed,heat_r,reset,start,full,cold,empty);
	input clk, reset, start, full, cold, empty;
	output ready, water_in, wash,drain, speed, heat_r; 
	reg ready, water_in, wash, drain, speed, heat_r;  
	parameter state0=0, state1=1, state2=2, state3=3, state4=4;
	reg[2:0] nxt_st = state0, state = state0;
	reg[27:0] t = 0 ; 
	parameter st2_counter = 200000000 , st4_counter = 100000000 ;
	reg countdown_on = 0; 
	always @(posedge clk) 
		begin: state_change_countdown	
				if (countdown_on) t = t + 1;
				else t = 0;
		end 
	always @(*)
		begin : next_state_logic
			heat_r = 0;
			countdown_on = 0;
			nxt_st= state;
				case (state)		
				state0: begin
								countdown_on = 0;
								if (start) nxt_st = state1;
						  end
				state1: begin
								countdown_on = 0;
								if (full) nxt_st = state2;
						  end
				state2: begin
								if (cold) heat_r = 1;
								else heat_r = 0;
								countdown_on = 1;
								if (t == st2_counter-1) 
									begin
										nxt_st = state3;
										heat_r = 0;
									end							
						  end
				state3: begin
								countdown_on = 0;
								if (empty) nxt_st = state4;
						  end
				state4: begin
								countdown_on = 1;
								if (t == st4_counter-1) nxt_st = state0;
						  end
				default: nxt_st = state0;  
			endcase 
		end 
	always @(posedge reset, posedge clk)
		begin : reset_detector
			if (reset) state <= state0;
			else state <= nxt_st;
		end
	always @(state)
		begin : output_logic
				case (state)
					state0: begin ready=1;water_in=0;wash=0;drain=0;speed=0;end 
					state1: begin ready=0;water_in=1;wash=0;drain=0;speed=0;end 
					state2: begin ready=0;water_in=0;wash=1;drain=0;speed=0;end 
					state3: begin ready=0;water_in=0;wash=0;drain=1;speed=0;end
					state4: begin ready=0;water_in=0;wash=0;drain=0;speed=1;end 
					default begin ready=1;water_in=0;wash=0;drain=0;speed=0;end
				endcase
		end		
endmodule
==> design/flow/run.sh <==
#!/bin/bash
# OpenROAD 26Q1-2900-gdf79404cd8, Yosys 0.63+post, stock flow scripts
make -C /OpenROAD-flow-scripts/flow DESIGN_CONFIG=/design/flow/config.mk WORK_HOME=/design/flow/orfs finish
==> design/flow/config.mk <==
export PLATFORM = sky130hd
export DESIGN_NAME = wash_fsm
export DESIGN_NICKNAME = wash_fsm
export VERILOG_FILES = /design/flow/design.v
export SDC_FILE = /design/flow/constraint.sdc
export NUM_CORES = 4
export LEC_CHECK = 1
export CORE_UTILIZATION = 30
==> design/flow/constraint.sdc <==
current_design wash_fsm

set clk_period 3.3
set clk_io_pct 0.2

create_clock -name clk0 -period $clk_period [get_ports {clk}]

set non_clock_inputs [all_inputs -no_clocks]
set_input_delay [expr $clk_period * $clk_io_pct] -clock clk0 $non_clock_inputs
set_output_delay [expr $clk_period * $clk_io_pct] -clock clk0 [all_outputs]
==> deck_impl_summary.md <==
Key Metrics from the Run

Logic synthesis
  • Area leader, netlist: dfxtp_1
  • Ys Warns: 1
  • Syn Inst Count: 186
  • Yosys cell count: ~190
  • Area leader share: approximately 37%
  • Top area cell types: dfxtp_1 (37%), or4_1 (5.9%), a21oi_1 (5.2%)
  • Syn_area_per_cell: 8.25 µm²
  • Synthesized cell area: ~1500 µm²
  • Netlist cell types: 34
  • Seq share, synth: between 40% and 50%
  • Yosys chip area: 1530 µm²
  • Seq cells post-synth: 31

Power
  • Peak VDD IR: 184 µV
  • Power Density: around 530 nW/µm²
  • Design Power: between 0.9 and 1 mW
  • Lkg Pwr: around 0.57 nW

Floorplanning
  • Placement Rows: 25
  • Core footprint: around 4800 µm²
  • FP Util: roughly a third
  • Die x size: 73.5 µm
  • IO Pins: 12
  • Chip area: between 5000 and 6000 µm²
  • Die Y: around 74 µm

Route
  • Via count: 1367
  • DR WL/cell: around 13 µm
  • Remaining antenna violation count after routing: 0
  • Ant diodes: 0
  • Routed WL: ~3400 µm
  • Via density per instance: 5.10
  • Number of remaining DRC errors: 0
  • DRT iter0 DRCs: ~110
  • DR pass1 iterations: 4

GRT
  • Largest net degree at the start of global routing: 16
  • Number of global-route vias before repair: 1212
  • Grt ovf: 0
  • Antenna violations before repair: 0
  • GRT Overall Usage: 13.6%
  • First-pass GRT wire length: around 5600 µm

Timing
  • Final min period: 3.09 ns
  • Worst-margin pin slew: 0.934 ns
  • RSZ-0062 raised after global routing: no
  • Clk_skew: ~0.011 ns
  • Final period utilization: 93.7%
  • Slew headroom: between 30% and 40%
  • Final slew viol count: 0
  • Setup TNS: 0 ns
  • Final setup fails: 0
  • Final Hold Fails: 0
  • Achievable Freq: 0.324 GHz

Job
  • Max-Cap Viols: 0
  • OpenROAD warning count: 25

Clock tree
  • Clock Tree Root: clkbuf_8
  • Hold Buf Count CTS: 0
  • CTS tree: built
  • Clk latency late pin: approximately 0.28 ns
  • Sinks on Clock Net: 31
  • CTS max path bufs: 2
  • Clock slew at reported path FFs: 0.07 ns
  • CTS Buf Count: 5
  • Max H-tree Level: 2

Final layout
  • Top cells excl fill/tap: dfxtp_1 (23), nor2_1 (17), a21oi_1 (16), nand2_1 (14)
  • Post-route cell area: about 1800 µm²
  • Area delta synth->final: 20.1%
  • Layout cells sized above 1: between 10% and 20%
  • Commonest Layout Cell: dfxtp_1

Place
  • DP Area: between 1500 and 2000 µm²
  • DPL Wire Length: 2350 µm
  • Routability cong.: 0.830
  • I/O Buffers: 11

Critical path
  • Crit-path max FO: 2
  • Worst EP arrival: between 2 and 2.5 ns
  • Critical Path RT: 2.64 ns
  • Worst setup path class: flip-flop to output port
  • Startpoint Class: flip-flop
  • Crit. End Element: output port

Hold path
  • Hold Crit Class: flip-flop to flip-flop

Status
  • Status: finished, final reports clean
state kept, by name, summed over array words and instances (netlist names):
name / flops
state: 3
t: 28
synthesized netlist by cell type:
| master | count |
|---|---|
| xnor2_1 | 7 |
| or4_1 | 12 |
| and4_1 | 1 |
| nand2b_1 | 1 |
| nand3_1 | 10 |
| inv_1 | 5 |
| nor2_1 | 17 |
| and3_1 | 3 |
| nor4b_1 | 1 |
| nor4_1 | 5 |
| a31oi_1 | 2 |
| xor2_1 | 3 |
| nor3_1 | 2 |
| nor3b_1 | 1 |
| clkbuf_1 | 9 |
| o21ai_0 | 6 |
| o211ai_1 | 1 |
| dfrtp_1 | 3 |
| o31a_1 | 2 |
| o2bb2ai_1 | 1 |
| o21ai_1 | 1 |
| o31ai_1 | 8 |
| or2_2 | 1 |
| and3_2 | 1 |
| ha_1 | 1 |
| nand2_1 | 14 |
| nand4_1 | 8 |
| or3_1 | 10 |
| dfxtp_1 | 28 |
| mux2_2 | 1 |
| a21oi_1 | 16 |
| or4bb_1 | 1 |
| o21a_1 | 2 |
| and2_1 | 2 |
layer usage:
layer  up-vias  wire (µm)  track usage, %
li1        718          -               -
met1       629       1790            20.9
met2        16       1460            20.5
met3         4        100            2.77
met4         0         32            1.71
met5         -          0               0
worst paths after layout:
path	start	to	slack, ns	cells after the start
setup / recovery	t[12]	heat_r	0.21	5
min in group asynchronous	reset	state[1]	0.55	2
setup reg to reg	t[0]	t[22]	1.12	6
max in group asynchronous	reset	state[2]	2.63	2
hold / removal	t[0]	t[0]	0.44	1
hold reg to reg	t[0]	t[0]	0.44	1
logic make-up (layout without fill, tap and decap cells):
kind of cell	Yosys count	count (layout)	share of synthesized area [%]
and+or+nand+nor	90	90	32.5
AOI/OAI and AO/OA	39	39	15.4
DFF	31	31	41.4
buffers and inverters	14	29	3.43
xor gates and xnor gates	10	10	5.71
adders and majority gates	1	1	0.816
muxes	1	1	0.734
power by group:
| group | switching (mW) | internal (mW) |
|---|---|---|
| sequential | 0.0389 | 0.401 |
| combinational | 0.127 | 0.128 |
| clock | 0.134 | 0.148 |
| total | 0.300 | 0.677 |
metrics by stage:
| stage | hold WS (ns) | setup slack [ns] | util [%] | std cells |
|---|---|---|---|---|
| after floorplan | 0.414 | 0.670 | - | 186 |
| after global placement | 0.460 | 0.190 | 35.8 | 259 |
| after detailed placement | 0.468 | 0.170 | 35.8 | 259 |
| after CTS | 0.446 | 0.0286 | 37.9 | 268 |
| after global routing | 0.459 | 0.146 | 38.3 | 268 |
| final | 0.439 | 0.209 | 38.3 | 268 |
layout make-up:
cell class	instances	area, µm²
clock inverter	1	5.00
sequential	31	644
inverter	5	18.8
tap	67	83.8
clock buffer	7	76.3
multi-input combinational	141	865
timing repair buffer	16	150
fill	508	2970
worst max-delay path, cell delays in order, from the launching register on:
cell and delay, ns:
dfxtp_2 0.32, or4_4 0.51, or4_4 0.50, or4_4 0.55
and3_4 0.16, dlymetal6s2s_1 0.12
timing repair:
action / CTS / global route
endpoints found under the setup margin: 1 / 1
gates resized: 5 / 7
buffers inserted: 1 / 0
pin swaps: 2 / 4
Power figures rest on the tool's default switching activity, not on a simulated workload.
